### flow/config.mk
export PLATFORM = sky130hd
export DESIGN_NAME = snitch_bootrom
export DESIGN_NICKNAME = snitch_bootrom
export VERILOG_FILES = /design/flow/design.v
export SDC_FILE = /design/flow/constraint.sdc
export NUM_CORES = 4
export LEC_CHECK = 1
export CORE_AREA = 10 10 70 70
export DIE_AREA = 0 0 80 80
### flow/run.sh
#!/bin/bash
# OpenROAD 26Q1-2900-gdf79404cd8, Yosys 0.63+post, stock flow scripts
make -C /OpenROAD-flow-scripts/flow DESIGN_CONFIG=/design/flow/config.mk WORK_HOME=/design/flow/orfs finish
### flow/design.v
module snitch_bootrom #(
    parameter int unsigned AddrWidth = 32,
    parameter int unsigned DataWidth = 32
)(
    input  logic                 clk_i,
    input  logic                 rst_ni,
    input  logic                 req_i,
    input  logic [AddrWidth-1:0] addr_i,
    output logic [DataWidth-1:0] data_o
);
    localparam unsigned NumWords = 32;
    logic [$clog2(NumWords)-1:0] word;
    assign word = addr_i / (DataWidth / 8);
    always_comb begin
        data_o = '0;
        unique case (word)
            000: data_o = 32'h30057073  ;
            001: data_o = 32'h00000297  ;
            002: data_o = 32'h07028293  ;
            003: data_o = 32'h30529073  ;
            004: data_o = 32'h00000093  ;
            005: data_o = 32'h00000113  ;
            006: data_o = 32'h00000193  ;
            007: data_o = 32'h00000213  ;
            008: data_o = 32'h00000293  ;
            009: data_o = 32'h00000313  ;
            010: data_o = 32'h00000393  ;
            011: data_o = 32'h00000413  ;
            012: data_o = 32'h00000493  ;
            013: data_o = 32'h00000513  ;
            014: data_o = 32'h00000593  ;
            015: data_o = 32'h00000613  ;
            016: data_o = 32'h00000693  ;
            017: data_o = 32'h00000713  ;
            018: data_o = 32'h00000793  ;
            019: data_o = 32'h000402b7  ;
            020: data_o = 32'h0002a023  ;
            021: data_o = 32'h30046073  ;
            022: data_o = 32'h000012b7  ;
            023: data_o = 32'h80028293  ;
            024: data_o = 32'h3042a073  ;
            025: data_o = 32'h10500073  ;
            026: data_o = 32'h000102b7  ;
            027: data_o = 32'h00028067  ;
            028: data_o = 32'hf91ff06f  ;
            029: data_o = 32'h30200073  ;
            030: data_o = 32'h00000000  ;
            031: data_o = 32'h00000000  ;
            default: data_o = '0;
        endcase
    end
endmodule
### flow/constraint.sdc
current_design snitch_bootrom

set clk_period 1.2
set clk_io_pct 0.2

create_clock -name clk0 -period $clk_period

set non_clock_inputs [all_inputs -no_clocks]
set_input_delay [expr $clk_period * $clk_io_pct] -clock clk0 $non_clock_inputs
set_output_delay [expr $clk_period * $clk_io_pct] -clock clk0 [all_outputs]
==> git commit body <==
Refresh implementation metrics

- Summing all flip-flop and latch instances after layout gives 0 um^2.
- The worst hold path belongs to the class primary input to output port.
* Most area-hungry cell type in the Yosys netlist: sky130_fd_sc_hd__buf_4
- For reference, the placement row count at floorplan is 21.
- Power per cell area: 357 nW/um^2
- After detailed routing, the average wire length per cell comes to 18.8 um.
- Setup repair after global routing could not meet its margin everywhere.
* Ys Warns: 1
- As logged by OpenROAD, the buffers inserted on ports number 35.
* Leakage power figure: 0.934 nW
- Across all layers, the routed design uses 1187 vias.
* Critical path data required time: 0.96 ns
- Area share, top type: 12.3%
- Yosys instantiated no cell more often than sky130_fd_sc_hd__buf_4.
- Adder-cell share of the synthesized area: 11.2%
- Post-route clock period utilization: 143%
- Maximum operating frequency: 581 MHz
* Remaining Overflow, GRT: 0
* Wire length of the first global-routing pass: 6930 um
- The setup path with the least slack is of type primary input to output port.
- And-or/or-and share of the synthesized area: 35.3%
- Most common library cells after synthesis: sky130_fd_sc_hd__buf_4 (11), sky130_fd_sc_hd__o21ai_0 (10), sky130_fd_sc_hd__nand2_1 (8)
* Data arrival time of the critical path: 1.48 ns
- In this run the mean area of a mapped cell was 6.45 um^2.
- IR analysis of the VDD net gives a maximum drop of 0.000220 V.
- Die ar.: 6400 um^2
* Vias/cell: 4.88
- The end-of-flow timing check tallies setup violations at 29.
- Worst hold slack: 0.924 ns
* Number of hold buffers added after cts: 0
- Int Power: 0.000420 W
* Main area contributors after synthesis: sky130_fd_sc_hd__buf_4 (12%), sky130_fd_sc_hd__ha_1 (11%), sky130_fd_sc_hd__o21ai_0 (7.5%)
- Parity-gate share of the synthesized area counting xor and xnor cells: 0%
* Number of routed nets with antenna violations: 0
- Clock network fraction of design power: 0%
* Mux cell area share after synthesis: 1.49%
- Gpl congestion: 0.877
- The mapped netlist covers 671 um^2.
- The first TritonRoute pass finished after 4 iterations.
- Final-report max-slew violation count: 0
- Outcome: complete, but fails checks
- Switching pwr: 0.000306 W
- Per report_power, the combinational group accounts for 100.0% of the total.
* Number of inserted diodes: 0
- Crit path max fanout: 4
* Post-synthesis instance total: 104
- Number of warnings the tools reported: 70
* Clk_buf instances: 0
- Per the detail_route report, DRC violations left total 0.
* Share of synthesized cell area in and, or, nand and nor gates: 30.8%
- The post-placement cell area is 1150 um^2.
* Critical Path Start Type: primary input
- The checks that failed: negative setup slack.
- Core Box Area: 3420 um^2
- Counting I/O delays and the setup requirement, the final critical path takes 1.72 ns.
* Worst setup slack after layout: -0.522 ns
- Worst hold path depth: 5
- Part of the Yosys area used for sequential elements: 0%
- Pin count of the biggest net entering global routing: 13
- The report counts max-capacitance violations totalling 0.
* Comb area leader: AND-OR/OR-AND gates
- Counting endpoints that fail hold in the final report gives 0.
- Die span in y: 80 um
- Counting distinct cell types in the post-synthesis netlist gives 34.
- Starting utilization of the core area: 19.6%
* Total negative slack: -6.91 ns
* Number of global-route vias before repair: 1258
* Crit. End Element: output port
- Registers are responsible for 0% of the overall power.
- The initial antenna violation count was 0.
* Sequential cells: 0
- Across every metal layer, demand over resource in global routing totals 13.2%.
- The area recorded from the Yosys report for this design is 671 um^2.
* Sum of routed wire length over all layers: 4570 um
- Syn-to-layout area delta: 203%
- For this block, the initial DRC count from the detailed router was 33.
- The final report gives the standard cell area, fillers excluded, as 2030 um^2.
* Die W: 80 um
- Number of placed I/O pins: 67
- The synthesized netlist was found by Yosys to have 104 cells.
* Ratio of cells with drive above 1 in the final layout: 84.3%
- Net switching is 42.1% of the power.
* Half-perimeter wire length after detailed placement: 2060 um
[worst paths after layout]
kind | startpoint | to
hold / removal | addr_i[4] | data_o[7]
setup / recovery | addr_i[3] | data_o[28]
[through the flow]
stage / util (%) / instances / setup slack, ns / total power, W
5_1_grt: 59.5 / 243 / -0.547 / 0.000765
3_3_place_gp: 33.7 / 189 / -1.25 / 0.000375
6_report: 59.5 / 243 / -0.522 / 0.000726
2_1_floorplan: - / 105 / -0.171 / 0.000180
4_1_cts: 55.2 / 239 / -0.466 / 0.000624
3_5_place_dp: 33.7 / 189 / -1.25 / 0.000374
[layer usage]
metal  GRT usage, %  part of all wire (%)  vias to the layer above
met4           2.11                   1.1                        0
met3           2.39                   5.9                        4
li1               -                     -                      556
met1           16.4                    44                      578
met5              0                     0                        -
met2           23.2                    48                       49
[power by group through the flow]
stage / combinational, W / sequential, W / clock [W]
4_1_cts: 0.000624 / 0 / 0
5_1_grt: 0.000765 / 0 / 0
6_report: 0.000726 / 0 / 0
[cells in the final DEF, fill, tap and decap left out, types with 4 or more instances in the layout]
master | Yosys | layout
sky130_fd_sc_hd__o211ai_1 | 5 | 5
sky130_fd_sc_hd__nand2_2 | 1 | 4
sky130_fd_sc_hd__o21ai_1 | 5 | 8
sky130_fd_sc_hd__buf_6 | 2 | 40
sky130_fd_sc_hd__and3_4 | 0 | 4
sky130_fd_sc_hd__nand2b_4 | 0 | 4
sky130_fd_sc_hd__a21oi_2 | 0 | 4
sky130_fd_sc_hd__buf_12 | 0 | 6
sky130_fd_sc_hd__buf_8 | 0 | 6
sky130_fd_sc_hd__buf_4 | 11 | 29
sky130_fd_sc_hd__ha_4 | 0 | 6
sky130_fd_sc_hd__buf_2 | 3 | 24
[repair_timing]
item	4_1_cts	5_1_grt
endpoints found under the setup margin	30	30
pin swaps	37	29
resized	231	32
cloned	3	0
hold endpoints to repair	0	0
setup buffers	47	10
[cell families (layout without fill, tap and decap cells)]
group / count (synthesis) / after routing
and+or+nand+nor: 38 / 38
muxes: 1 / 1
buffers and inverters: 21 / 113
other: 1 / 2
adders and majority gates: 6 / 6
AOI/OAI and AO/OA: 37 / 37
[final cells by class]
| class | instances | area (um^2) |
|---|---|---|
| fill | 255 | 1380 |
| timing repair buffer | 108 | 1060 |
| multi-input combinational | 84 | 873 |
| tap | 46 | 57.6 |
| inverter | 5 | 37.5 |
[critical path, cell delays in order]
cell and delay (ns):
sky130_fd_sc_hd__buf_12 0.11, sky130_fd_sc_hd__inv_8 0.05, sky130_fd_sc_hd__ha_4 0.20, sky130_fd_sc_hd__or3_4 0.37, sky130_fd_sc_hd__a21o_1 0.21, sky130_fd_sc_hd__buf_6 0.13
sky130_fd_sc_hd__o21ai_2 0.05, sky130_fd_sc_hd__buf_2 0.12
Power is estimated from default activity; no workload was simulated.
